==> flow/config.mk <==
export PLATFORM = sky130hd
export DESIGN_NAME = kadai22_3
export DESIGN_NICKNAME = kadai22_3
export VERILOG_FILES = /design/flow/design.v
export SDC_FILE = /design/flow/constraint.sdc
export NUM_CORES = 4
export LEC_CHECK = 1
export CORE_AREA = 10 10 70 70
export DIE_AREA = 0 0 80 80
==> flow/constraint.sdc <==
current_design kadai22_3

set clk_period 1.7
set clk_io_pct 0.2

create_clock -name clk0 -period $clk_period [get_ports {clk}]

set non_clock_inputs [all_inputs -no_clocks]
set_input_delay [expr $clk_period * $clk_io_pct] -clock clk0 $non_clock_inputs
set_output_delay [expr $clk_period * $clk_io_pct] -clock clk0 [all_outputs]
==> flow/design.v <==
module kadai22_3(clk, res, led);
    input clk, res;
    output [3:0] led;
    reg [3:0] led;
    always @(posedge clk or negedge res)
    begin
        if (res == 1'b0)
            led <= 4'b0;
        else if(led == 4'd9)
            led <= 4'b0;
        else
            led <= led + 4'd1; 
    end
endmodule
==> flow/run.sh <==
#!/bin/bash
# OpenROAD 26Q1-2900-gdf79404cd8, Yosys 0.63+post, stock flow scripts
make -C /OpenROAD-flow-scripts/flow DESIGN_CONFIG=/design/flow/config.mk WORK_HOME=/design/flow/orfs finish
==> results.sh <==
# flow metrics
export IMPL_async_flop_share_pct=100
export IMPL_io_buffers=5
export IMPL_fin_tns_setup_ns=0
export IMPL_arrival_ns=1.17
export IMPL_hold_viol_final=0
export IMPL_grt_overflow_total=0
export IMPL_synth_area_um2=163
export IMPL_setup_slack_ns=0.190
export IMPL_power_leakage_nw=0.110
export IMPL_drt_iter0_drc=4
export IMPL_synth_edff_count=0
export IMPL_crit_buf_inv=1
export IMPL_vdd_drop_max_mv=0.148
export IMPL_die_h_um=80
export IMPL_critPathLaunchType="register"
export IMPL_firstDrtPassIters=2
export IMPL_synth_dominant_cell_count="dfrtp_1"
export IMPL_cts_buffers=3
export IMPL_fmax_ghz=0.662
export IMPL_synth_chip_area_um2=163
export IMPL_cp_cell_sequence="clkdlybuf4s50_1"
export IMPL_min_path_type="primary input to asynchronous set/reset pin"
export IMPL_cts_resized=0
export IMPL_fp_util_pct=4.76
export IMPL_root_buffer="clkbuf_4"
export IMPL_skew_ns=0.00291
export IMPL_post_place_ws_ns=0.433
export IMPL_syn_inst=14
export IMPL_slew_violations=0
export IMPL_grt_pass1_wl_um=641
export IMPL_synth_seq_share_pct=61.5
export IMPL_worst_path_max_fanout=6
export IMPL_crit_type="register to output pin"
export IMPL_area_delta_synth_final_pct=80.0
export IMPL_gp_congestion=0.655
export IMPL_crit_slowest_cell="clkdlybuf4s50_1"
export IMPL_setup_viol=0
export IMPL_antenna_found_initial=0
export IMPL_synthFlopType="dfrtp_1"
export IMPL_dieArea_um2=6400
export IMPL_tightestPinTransition_ns=0.207
export IMPL_clk_pin_slew_ns=0.04
export IMPL_status="finished, final reports clean"
export IMPL_period_needed_ns=1.51
export IMPL_synthTopCellsByArea="dfrtp_1 (62%), inv_1 (6.9%), mux2i_1 (6.2%), o21ai_0 (6.2%), a22o_1 (5.4%)"
export IMPL_grtUsageTotal_pct=1.44
export IMPL_wl_per_cell_um=6.07
export IMPL_drc=0
export IMPL_grt_pass1_vias=137
export IMPL_core_um2=3420
export IMPL_largest_reg_flops=4
export IMPL_cts_sinks=4
export IMPL_endpoint_kind="output pin"
export IMPL_power_w=0.000216
export IMPL_synth_top_cells_by_count="dfrtp_1 (4), inv_1 (3), o21ai_0 (2)"
export IMPL_yosysTopAreaCell="dfrtp_1"
export IMPL_regMostFlops="led"
export IMPL_period_used_pct=88.8
export IMPL_cp_slowest_stage_delay_ns=0.50
export IMPL_place_area_um2=270
export IMPL_ctsHoldBuffers=0
export IMPL_reg_top3="led x4"
export IMPL_clk_path_buf_depth=2
export IMPL_required_ns=1.36
export IMPL_top_cell_area_share_pct=61.5
export IMPL_rsz0062_at_grt="no"
export IMPL_tritoncts="done"
export IMPL_worstSkewPairLatency_ns=0.23
export IMPL_syn_mean_instance_area_um2=11.6
export IMPL_via_per_inst=1.91
export IMPL_via_count=130
export IMPL_cap_violations=0
export IMPL_power_density_nw_per_um2=739
export IMPL_postRouteAntennaNets=0
export IMPL_synth_cell_types=8
export IMPL_final_area_um2=293
export IMPL_num_io_pins=6
export IMPL_ys_ff=4
export IMPL_warnings=25
export IMPL_htree_levels=1
export IMPL_relSlewSlack_pct=86.2
export IMPL_wl_um=413
export IMPL_placementRows=21
export IMPL_ys_cells=14
export IMPL_num_antenna_cells=0
export IMPL_cp_top_family="buffers and inverters"
export IMPL_drive_gt1_share_pct=18.2
export IMPL_yosys_warnings=1
export IMPL_grt_max_degree=7
export IMPL_die_x_um=80
export IMPL_dp_hpwl_um=325
export IMPL_cts_setup_buffers=0
==> worst paths after layout <==
path                       startpoint     end  slack [ns]  depth (start not counted)
max                            led[0]  led[0]        0.19                          1
min                               res  led[3]        0.31                          1
max reg2reg                    led[0]  led[3]        0.75                          3
min reg2reg                    led[3]  led[3]        0.53                          1
max in group asynchronous         res  led[2]        1.21                          1
min in group clk0              led[3]  led[3]        0.53                          1
==> where the power goes <==
group / internal, W / switching [W]
Combinational: 0.00000204 / 0.00000181
Clock: 0.0000789 / 0.0000377
Sequential: 0.0000957 / 0
Total: 0.000177 / 0.0000396
==> cells in the final DEF (no fill, tap or decap) <==
master and instances:
mux2i_1 1, nand2_2 1, clkbuf_4 3, o21ai_0 2, dfrtp_1 4, xnor2_1 1
clkdlybuf4s50_1 5, inv_1 3, o211ai_1 1, a22o_1 1
==> through the flow <==
stage	hold WS, ns	util (%)	instances
after detailed placement	0.518	7.91	65
after floorplan	0.0444	-	14
after global routing	0.304	8.57	68
after CTS	0.309	8.57	68
final	0.313	8.57	68
after global placement	0.507	7.91	65
==> area by class of cell <==
type / instances / area [µm²]
fillers: 401 / 3120
flip-flops and latches: 4 / 100
well taps: 46 / 57.6
multi-input cells: 7 / 51.3
repair buffers: 5 / 50.0
clock buffers: 3 / 22.5
inverters: 3 / 11.3
==> kinds of logic after synthesis <==
logic type	after synthesis	share of synthesized area, %
and+or+nand+nor	1	3.85
buffers and inverters	3	6.92
muxes	1	6.15
DFF	4	61.5
xor gates and xnor gates	1	5.39
AOI/OAI and AO/OA	4	16.2
==> metal layers <==
metal / vias to the layer above / GRT usage [%] / share of wire, %
met5: - / 0 / 0
met4: 0 / 0.528 / 0
met3: 0 / 2.73 / 32
met2: 8 / 1.28 / 29
met1: 59 / 1.27 / 39
li1: 63 / - / -
Power figures rest on the tool's default switching activity, not on a simulated workload.
