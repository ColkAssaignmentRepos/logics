**/design/flow/config.mk**
```make
export PLATFORM = sky130hd
export DESIGN_NAME = vend150
export DESIGN_NICKNAME = vend150
export VERILOG_FILES = /design/flow/design.v
export SDC_FILE = /design/flow/constraint.sdc
export NUM_CORES = 4
export LEC_CHECK = 1
export CORE_AREA = 10 10 70 70
export DIE_AREA = 0 0 80 80
```
**/design/flow/constraint.sdc**
```tcl
current_design vend150

set clk_period 1.1
set clk_io_pct 0.2

create_clock -name clk0 -period $clk_period [get_ports {ck}]

set non_clock_inputs [all_inputs -no_clocks]
set_input_delay [expr $clk_period * $clk_io_pct] -clock clk0 $non_clock_inputs
set_output_delay [expr $clk_period * $clk_io_pct] -clock clk0 [all_outputs]
```
**/design/flow/design.v**
```verilog
module vend150(ck, res, c0, c1, y0, y1);
    input ck, res;
    input c0, c1;
    output y0, y1;
    reg [1:0] q;
    wire qn0, qn1;
    wire [1:0] qn;
    assign qn = {qn1, qn0};
    assign y1 = q[1] & c1;
    assign y0 = q[1] & c1 | q[0] & c1 | q[1] & c0;
    assign qn1 = q[0] & c0 | (~q[1]) & (~q[0]) & c1 | q[1] & (~c1) & (~c0);
    assign qn0 = (~q[1]) & (~q[0]) & c0 | q[0] & (~c1) & (~c0);
    always @(posedge ck or posedge res) begin
        if(res == 1'b1)
            q <= 2'b0;
        else
            q <= qn;
    end
endmodule
```
**/design/flow/run.sh**
```bash
#!/bin/bash
# OpenROAD 26Q1-2900-gdf79404cd8, Yosys 0.63+post, stock flow scripts
make -C /OpenROAD-flow-scripts/flow DESIGN_CONFIG=/design/flow/config.mk WORK_HOME=/design/flow/orfs finish
```
==> Slide: Implementation Results <==
Physical Implementation Snapshot

Status
  • Result of the run: complete, but fails checks
  • Violated checks: negative setup slack

Timing
  • Tightest hold margin: between 150 and 200 ps
  • F_max: between 800 and 900 MHz
  • Setup repair after global routing missed its margin: yes
  • Remaining max-slew budget at the tightest pin: 0.895
  • Worst-case setup margin in the final layout: -100 ps
  • Measured slew at the worst slew-check pin: 157 ps
  • Time the worst path needs with I/O delays and setup: around 1200 ps
  • Setup violations, final: 2
  • Final max-slew violation count: 0
  • Hold violation count in the final report: 0
  • Clock skew: between 1.5 and 2 ps
  • Ratio of final minimum period to clock period: 1.09

Clock network
  • Latency at later pin: between 200 and 250 ps
  • Clock Pin Slew Worst Setup and Hold Paths: ~30 ps
  • Number of buffers added by the clock tree synthesis step: 3
  • H-tree depth reported by CTS: 1
  • Max Root-Sink Buffers: 2
  • Clk Tree Root Cell: sky130_fd_sc_hd__clkbuf_4
  • TritonCTS clock tree: built
  • Number of clock sinks: 2

GRT
  • Via count of the first global-routing pass: around 150
  • Met2 Track Usage GR: 0.0193
  • Met1 global-route usage: 0.0133
  • GRT busiest layer: met2
  • Number of antenna violations at the first check in global routing: 0
  • GRT overflow: 0
  • First-pass GRT wire length: approximately 680 um
  • Global-route total usage across every layer: 0.0146
  • Pin count of the biggest net entering global routing: 5
  • Global routing usage on met3: 0.0159

Placement
  • DP HPWL: roughly 300 um
  • Number of I/O port buffers: 5
  • Area after detailed placement: 236 um^2
  • GP Congestion: roughly 0.58

Job
  • Total tool warning count: 27
  • Max Cap Violations: 0

Routing
  • Total Wirelength: ~380 um
  • Number of nets with antenna violations after detailed routing: 0
  • DRC violation count after routing: 0
  • Detailed Routing Iterations Pass 1: 3
  • Total antenna diodes in the routed design: 0
  • Average routed wire per standard cell: 5.46 um
  • Vias after detailed routing: 128
  • Drt via density: 1.83
  • Initial detailed-routing violation count: 3

Cells and area
  • Final cell utilization of the core: 0.0824
  • Synth-to-Final Area Change: 165%
  • Largest registers: q (2)
  • Most flops, register: q
  • Largest register FFs: 2
  • Share of cells above drive strength 1: 0.583
  • Final instance area: around 280 um^2
  • Fill cell total of the finished layout: ~410

Synthesis
  • Total of warnings raised by yosys: 1
  • Dominant kind of combinational cell: simple AND/OR/NAND/NOR gates
  • Distinct lib cells: 9
  • Post-synth area hogs: sky130_fd_sc_hd__dfrtp_1 47%, sky130_fd_sc_hd__a221o_1 9.4%, sky130_fd_sc_hd__a22o_2 9.4%, sky130_fd_sc_hd__and2_2 7.1%, sky130_fd_sc_hd__nor2_1 7.1%
  • Basic-gate share of the synthesized area counting and, or, nand and nor cells: 0.259
  • Area share of fa/ha/maj cells after synthesis: 0
  • Mapped Cells: 11
  • Post-synthesis sequential element count: 2
  • Cell type with the largest total area after synthesis: sky130_fd_sc_hd__dfrtp_1
  • Post-synthesis mux area share: 0
  • Area share of xor/xnor cells in the synthesized design: 0
  • Max-area cell share: 0.471
  • Share of the yosys chip area belonging to registers: 0.471
  • Aoi share: 0.235
  • Post-synthesis chip area from yosys: ~110 um^2
  • Mapped Avg Cell Area: 9.67 um^2
  • Number of cell instances after yosys synthesis: 11
  • Cell area after technology mapping: around 110 um^2

Setup path
  • Endpoint required time on the critical path: just under 900 ps
  • Peak fanout along the critical path: 3
  • Worst R2R Setup Slack: approximately 50 ps
  • Cell breakdown of the critical path: buf_6 > nor2_4 > nor2_1 > buf_2
  • Startpoint of the lowest-slack register-to-register path: q[0]
  • WP buf/inv: 2
  • Reg-to-reg critical path endpoint: q[1]
  • Cell with the largest stage delay on the worst path: sky130_fd_sc_hd__dfrtp_1
  • Largest stage delay, worst path: around 370 ps
  • Largest delay contributor family on the critical path: flip-flops
  • Worst Setup Start Kind: flop
  • Timing startpoint of the critical path: q[1]
  • Reg2reg path depth: 3
  • CP endpoint kind: output pin
  • Class of the most critical setup path: flop to output pin
  • Data arrival time of the critical path: roughly 1000 ps

Hold path
  • Hold/Removal Path Class: input pin to async pin

Pwr
  • Int Pwr: between 300 and 400 uW
  • Switching power of the nets: roughly 140 uW
  • Part of the power in combinational logic: 0.468
  • Maximum ir drop on the vdd rail: 0.289 mV
  • Share of total power consumed by net switching: 0.269
  • Power Dens Cells: ~1900 nW/um^2
  • Clock power share: 0.302
  • Fraction of power consumed by sequential logic: 0.230
  • Cell leakage power: 0.000118 uW

Floorplan
  • Share of the core filled by cells before placement: 0.0311
  • Core outline area: 3420 um^2
  • Die height: roughly 80 um
  • Row count: 21
  • Boundary Pins: 6
  • Chip width: about 80 um
  • Total die size: around 6400 um^2
-- worst register-to-register path, cell delays in order, from the launching register on --
cell                      delay [ps]
sky130_fd_sc_hd__dfrtp_1         400
sky130_fd_sc_hd__buf_4           150
sky130_fd_sc_hd__and2_1          140
sky130_fd_sc_hd__a221o_1         250
-- synthesized netlist by cell type --
| cell type | instances |
|---|---|
| sky130_fd_sc_hd__dfrtp_1 | 2 |
| sky130_fd_sc_hd__nor2_1 | 2 |
| sky130_fd_sc_hd__a21oi_1 | 1 |
| sky130_fd_sc_hd__a221o_1 | 1 |
| sky130_fd_sc_hd__a22o_2 | 1 |
| sky130_fd_sc_hd__and2_1 | 1 |
| sky130_fd_sc_hd__and2_2 | 1 |
| sky130_fd_sc_hd__inv_1 | 1 |
| sky130_fd_sc_hd__nor2_2 | 1 |
-- worst max-delay path by stage --
stage / endpoint / slack [ps] / cells after the start
5_1_grt: y0 / -160 / 4
4_1_cts: y0 / -140 / 4
6_report: y0 / -100 / 4
-- cell usage in the layout (no fill, tap or decap) --
cell type | netlist | layout
sky130_fd_sc_hd__nor2_4 | 0 | 1
sky130_fd_sc_hd__and2_4 | 0 | 1
sky130_fd_sc_hd__dfrtp_1 | 2 | 2
sky130_fd_sc_hd__buf_2 | 0 | 1
sky130_fd_sc_hd__buf_6 | 0 | 2
sky130_fd_sc_hd__clkdlybuf4s50_1 | 0 | 1
sky130_fd_sc_hd__dlygate4sd2_1 | 0 | 2
sky130_fd_sc_hd__a22o_2 | 1 | 1
sky130_fd_sc_hd__a221o_1 | 1 | 1
sky130_fd_sc_hd__inv_1 | 1 | 1
sky130_fd_sc_hd__a21oi_2 | 0 | 1
sky130_fd_sc_hd__clkbuf_4 | 0 | 3
sky130_fd_sc_hd__and2_1 | 1 | 1
sky130_fd_sc_hd__nor2_1 | 2 | 2
sky130_fd_sc_hd__buf_4 | 0 | 4
-- cells by family (layout without fill, tap and decap cells) --
logic type	after synthesis	count (layout)
AOI/OAI and AO/OA	3	3
DFF	2	2
and+or+nand+nor	5	5
buffers and inverters	1	14
-- power groups by stage --
stage | clock (uW) | combinational, uW | sequential [uW]
5_1_grt | 193 | 276 | 126
6_report | 163 | 252 | 124
4_1_cts | 176 | 222 | 124
-- metal layers --
layer	up-vias	wire, um
met2	3	176
met3	2	44
met4	0	6
met1	59	155
met5	-	0
li1	64	-
-- layout make-up --
class	count	area [um^2]	area share
repair buffers	10	85.1	0.302
clock buffers	3	22.5	0.0800
multi-input cells	8	62.6	0.222
flip-flops and latches	2	50.0	0.178
well taps	46	57.6	0.204
inverters	1	3.75	0.0133
-- repair_timing --
item	4_1_cts	5_1_grt
setup buffers	1	1
gates resized	12	1
pin swaps	2	3
hold buffers	0	0
endpoints found under the hold margin	0	0
endpoints found under the setup margin	2	3
-- metrics by stage --
stage                     setup slack [ps]  TNS [ps]  instances  power (uW)
final                                 -100      -192         70         538
after global routing                  -156      -295         70         594
after CTS                             -136      -136         69         522
after detailed placement              -498     -1260         65         308
after global placement                -498     -1260         65         306
after floorplan                        212         0         11         189
Power figures rest on the tool's default switching activity, not on a simulated workload.
